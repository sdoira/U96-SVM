==> /design/flow/design.v <==
`timescale 1 ns / 1 ps
module axi_if #(
	parameter integer C_S_AXI_DATA_WIDTH = 32,
	parameter integer C_S_AXI_ADDR_WIDTH = 14,
	parameter integer VERSION = 32'h0000
)(
	axi_aclk,
	axi_aresetn,
	axi_awaddr,
	axi_awprot,
	axi_awvalid,
	axi_awready,
	axi_wdata,
	axi_wstrb,
	axi_wvalid,
	axi_wready,
	axi_bresp,
	axi_bvalid,
	axi_bready,
	axi_araddr,
	axi_arprot,
	axi_arvalid,
	axi_arready,
	axi_rdata,
	axi_rresp,
	axi_rvalid,
	axi_rready,
	led,
	gpio_in,
	hgt,
	wdt,
	addr,
	cs,
	wr,
	wrdata,
	rddata,
	grb_r_done,
	grb_l_done,
	intr
);
input			axi_aclk;
input			axi_aresetn;
input	[13:0]	axi_awaddr;
input	[2:0]	axi_awprot;
input			axi_awvalid;
output			axi_awready;
input	[31:0]	axi_wdata;
input	[3:0]	axi_wstrb;
input			axi_wvalid;
output			axi_wready;
output	[1:0]	axi_bresp;
output			axi_bvalid;
input			axi_bready;
input	[13:0]	axi_araddr;
input	[2:0]	axi_arprot;
input			axi_arvalid;
output			axi_arready;
output	[31:0]	axi_rdata;
output	[1:0]	axi_rresp;
output			axi_rvalid;
input			axi_rready;
output	[1:0]	led;
input	[1:0]	gpio_in;
output	[10:0]	hgt, wdt;
output	[11:0]	addr;
output	[3:0]	cs;
output			wr;
output	[31:0]	wrdata;
input	[31:0]	rddata;
input			grb_r_done;
input			grb_l_done;
output			intr;
reg				axi_awready;
reg				aw_en;
reg		[13:0] 	axi_awaddr_r;
reg				axi_wready;
wire			slv_reg_wren;
reg		[31:0]	testpad;
reg		[1:0]	led;
reg		[31:0]	intr_enb;
reg		[10:0]	hgt, wdt;
reg				axi_bvalid;
reg		[1:0] 	axi_bresp;
reg		[35:0]	timer;
reg		[31:0]	intr_sts;
wire			intr;
reg				axi_arready;
reg		[13:0] 	axi_araddr_r;
wire			rd_trig;
reg		[3:0]	rd_trig_r;
reg				axi_rvalid;
reg		[1:0] 	axi_rresp;
wire			slv_reg_rden;
wire	[31:0]	reg_data_out;
reg		[31:0]	axi_rdata;
reg		[13:0]	S_AXI_ARADDR_1;
wire	[13:0]	addr_full;
wire	[11:0]	addr;
wire	[31:0]	wrdata;
wire			wr;
always @(posedge axi_aclk) begin
	if	(~axi_aresetn) begin
		axi_awready <= 1'b0;
		aw_en       <= 1'b1;
	end 
	else begin
		if (~axi_awready && axi_awvalid && axi_wvalid && aw_en) begin
			axi_awready <= 1'b1;
			aw_en       <= 1'b0;
		end
		else if (axi_bready && axi_bvalid) begin
			aw_en       <= 1'b1;
			axi_awready <= 1'b0;
		end
		else begin
			axi_awready <= 1'b0;
		end
	end
end
always @(posedge axi_aclk) begin
	if (~axi_aresetn) begin
		axi_awaddr_r <= 0;
	end 
	else begin
    	if (~axi_awready && axi_awvalid && axi_wvalid && aw_en) begin
			axi_awaddr_r <= axi_awaddr;
		end
	end
end
always @(posedge axi_aclk) begin
	if (~axi_aresetn) begin
		axi_wready <= 1'b0;
	end 
	else begin
		if (~axi_wready && axi_wvalid && axi_awvalid && aw_en) begin
			axi_wready <= 1'b1;
		end
		else begin
			axi_wready <= 1'b0;
		end
	end
end
assign slv_reg_wren = (axi_wready & axi_wvalid & axi_awready & axi_awvalid);
always @(posedge axi_aclk) begin
	if (~axi_aresetn) begin
		testpad  <= 32'h01234567;
		led      <=  2'b01;
		intr_enb <= 32'b0;
		hgt      <= 11'd480;
		wdt      <= 11'd640;
	end 
	else begin
		if (slv_reg_wren) begin
			case (axi_awaddr_r[13:2])
				12'h001: testpad  <= axi_wdata;
				12'h002: led      <= axi_wdata[1:0];
				12'h005: intr_enb <= axi_wdata;
				12'h008: begin
					hgt           <= axi_wdata[26:16];
					wdt           <= axi_wdata[10: 0];
				end
				default: begin
					testpad  <= testpad;
					led      <= led;
					intr_enb <= intr_enb;
					hgt      <= hgt;
					wdt      <= wdt;
				end
			endcase
		end
	end
end
always @(posedge axi_aclk) begin
	if (~axi_aresetn) begin
		axi_bvalid  <= 0;
		axi_bresp   <= 2'b0;
	end 
	else begin
		if (axi_awready && axi_awvalid && ~axi_bvalid && axi_wready && axi_wvalid) begin
			axi_bvalid <= 1'b1;
			axi_bresp  <= 2'b0;  
		end
		else begin
			if (axi_bready && axi_bvalid) begin
				axi_bvalid <= 1'b0; 
			end
		end
	end
end
always @(posedge axi_aclk) begin
	if (~axi_aresetn) begin
		timer <= 36'b0;
	end 
	else begin
		timer <= timer + 1'b1;
	end
end
always @(negedge axi_aresetn or posedge axi_aclk) begin
	if (~axi_aresetn) begin
		intr_sts <= 32'b0;
	end 
	else begin
		if (slv_reg_wren & axi_awaddr_r[13:2] == 12'h006) begin
			intr_sts <= intr_sts & ~axi_wdata;  
		end
		else begin
			intr_sts[31:2] <= 30'b0;
			intr_sts[1] <= (grb_r_done) ? 1'b1 : intr_sts[1];
			intr_sts[0] <= (grb_l_done) ? 1'b1 : intr_sts[0];
		end
	end
end
assign intr = |(intr_enb[31:0] & intr_sts[31:0]);
always @(posedge axi_aclk) begin
	if (~axi_aresetn) begin
		axi_arready  <= 1'b0;
		axi_araddr_r <= 0;
	end 
	else begin
		if (~axi_arready && axi_arvalid) begin
			axi_arready  <= 1'b1;
			axi_araddr_r <= axi_araddr;
		end
		else begin
			axi_arready <= 1'b0;
		end
	end
end
assign rd_trig = (axi_arready && axi_arvalid && ~axi_rvalid);
always @(posedge axi_aclk) begin
	if (~axi_aresetn) begin
		rd_trig_r <= 0;
	end
	else begin
		rd_trig_r <= {rd_trig_r[2:0], rd_trig};
	end
end
always @(posedge axi_aclk) begin
	if (~axi_aresetn) begin
		axi_rvalid <= 0;
		axi_rresp  <= 0;
	end 
	else begin
		if (rd_trig_r[3]) begin
			axi_rvalid <= 1'b1;
			axi_rresp  <= 2'b0;  
		end   
		else if (axi_rvalid && axi_rready) begin
			axi_rvalid <= 1'b0;
		end
	end
end
assign slv_reg_rden = rd_trig_r[2];
assign reg_data_out[31:0] = (
	(axi_araddr_r[13:2] == 12'h000) ? VERSION :
	(axi_araddr_r[13:2] == 12'h001) ? testpad :
	(axi_araddr_r[13:2] == 12'h002) ? {30'b0, led[1:0]} :
	(axi_araddr_r[13:2] == 12'h004) ? timer[35:4] :
	(axi_araddr_r[13:2] == 12'h005) ? intr_enb[31:0] :
	(axi_araddr_r[13:2] == 12'h006) ? intr_sts[31:0] :
	(axi_araddr_r[13:2] == 12'h007) ? {30'b0, gpio_in[1:0]} :
	(axi_araddr_r[13:2] == 12'h008) ? {5'b0, hgt[10:0], 5'b0, wdt[10:0]} :
	                                  rddata[31:0]
);
always @(posedge axi_aclk) begin
	if (~axi_aresetn) begin
		axi_rdata <= 0;
	end 
	else begin
		if (slv_reg_rden) begin
			axi_rdata <= reg_data_out;
		end
	end
end
always @(posedge axi_aclk) begin
	if (~axi_aresetn) begin
		S_AXI_ARADDR_1 <= 0;
	end
	else begin
		if (axi_arvalid & axi_arready) begin
			S_AXI_ARADDR_1 <= axi_araddr;
		end
	end
end
assign addr_full[13:0] = (
	(axi_wvalid)  ? axi_awaddr[13:0] : 
	(axi_arvalid) ? axi_araddr[13:0] :
	                S_AXI_ARADDR_1[13:0]
);
assign addr = addr_full[11:0];
assign wrdata[31:0] = axi_wdata[31:0];
assign cs[0] = (addr_full[13:12] == 2'b00);
assign cs[1] = (addr_full[13:12] == 2'b01);
assign cs[2] = (addr_full[13:12] == 2'b10);
assign cs[3] = (addr_full[13:12] == 2'b11);
assign wr = axi_wready;
endmodule
==> /design/flow/run.sh <==
#!/bin/bash
# OpenROAD 26Q1-2900-gdf79404cd8, Yosys 0.63+post, stock flow scripts
make -C /OpenROAD-flow-scripts/flow DESIGN_CONFIG=/design/flow/config.mk WORK_HOME=/design/flow/orfs finish
==> /design/flow/config.mk <==
export PLATFORM = sky130hd
export DESIGN_NAME = axi_if
export DESIGN_NICKNAME = axi_if
export VERILOG_FILES = /design/flow/design.v
export SDC_FILE = /design/flow/constraint.sdc
export NUM_CORES = 4
export LEC_CHECK = 1
export CORE_UTILIZATION = 40
==> /design/flow/constraint.sdc <==
current_design axi_if

set clk_period 9.2
set clk_io_pct 0.2

create_clock -name clk0 -period $clk_period [get_ports {axi_aclk}]

set non_clock_inputs [all_inputs -no_clocks]
set_input_delay [expr $clk_period * $clk_io_pct] -clock clk0 $non_clock_inputs
set_output_delay [expr $clk_period * $clk_io_pct] -clock clk0 [all_outputs]
==> CHANGELOG.md <==
## Implementation

* Worst-Skew Late Latency at roughly 540 ps
* Setup tns final at 0 ps
* Drt first pass iters at 5
* Via count at about 9600
* Ports at roughly 230
* Worst hold slack at ~430 ps
* Area after DPL at 13200 um^2
* Largest net degree at the start of global routing at ~100
* Fillers at 2457
* Cts hold-fix bufs at 0
* Cell type with the largest total area: dfxtp_1
* CTS tree: done
* Detailed Route WL at around 34 mm
* Logic area at about 5500 um^2
* Drt drc at 0
* Initial antenna violation count at 0
* PostCTS Resize Cnt at 0
* FP Util at about 41%
* Antenna diode count at 0
* Max Fclk at 185 MHz
* Critical Path RT at roughly 7400 ps
* Fin crit share at about three fifths
* Die height at approximately 170 um
* Post-placement worst setup slack at approximately 3800 ps
* Worst EP arrival at ~3600 ps
* CTS H-Tree Depth at 1
* Synth area leaders: dfxtp_1 37%, nand2_1 10%, dfrtp_1 7.3%, a21boi_0 6.7%, mux2i_1 5.7%
* Drt wl/cell at about 19 um
* Async set or reset register ratio after synthesis at between 10 and 15%
* Final worst slack at roughly 3800 ps
* Clock buffer count from CTS at 27
* Run status: complete, no violations
* Post-synthesis cell count at between 1000 and 1500
* Power Dens Cells at roughly 160 nW/um^2
* Yosys reg bits at 236
* I/O Buffers at ~210
* Syn. warnings at 1
* Synth-to-Final Area Change at 27.0%
* Peak supply drop at between 0.1 and 0.15 mV
* Yosys stat chip area at between 10000 and 15000 um^2
* Die area at roughly 28000 um^2
* EDFF count, synth at 0
* Syn Area/Cell at between 8 and 9 um^2
* Yosys Instances at roughly 1300
* Layout cell share with drive strength beyond 1 at under 10%
* Leakage Power at 5.17 nW
* Die outline width at roughly 170 um
* Maxcap violations at 0
* Clock sinks at between 200 and 250
* Final Hold Vio Count at 0
* CORE AREA at about 27000 um^2
* Log Warnings at 35
* Worst Setup End Kind: output pin
* Synth top cells by count: 293 x nand2_1, 204 x dfxtp_1, 98 x a21boi_0, 67 x clkbuf_1, 63 x mux2i_1
* DRT iter0 DRCs at between 600 and 700
* CP startpoint kind: primary input
* Total GRT Usage at 24.9%
* Final min period at 5410 ps
* Cell row count at about 60
* Met2 wire len at roughly 16 mm
* Hold WC Path Type: reg -> reg
* Final Max Tran Viols at 0
* Root Buffer: clkbuf_16
* Seq share, synth at ~44%
* Global route overflow at 0
* RSZ-0062 raised after global routing: no
* Max-area cell share at 37.0%
* Count leader, synth: nand2_1
* Post-synthesis cell area at 11000 um^2
* Clk_skew at roughly 19 ps
* Crit path max fanout at 18
* Final setup violation count at 0
* Metal-1 WL at around 15 mm
* Post-DRT Antenna Nets at 0
* Setup Crit Path Kind: in -> out
* Ys flop type: dfxtp_1
* Met3 WL at between 2 and 2.5 mm
* GP Congestion at between 0.8 and 0.9
* Clock-pin slew on the worst setup and hold paths at 50 ps
* Tightest Pin Transition at around 870 ps
* FF/Latch Area at 4880 um^2
* Postcts setup bufs at 0
* Clock Tree Buf Depth at 3
* Unique cell types at roughly 55
* First-pass GRT wire length at 52.9 mm
* Vias in the first global route at 9212
* HPWL after DPL at between 20 and 25 mm
* Overall Power at about 2.3 mW
* Slew headroom at 41.5%
* Design Area, Final at between 10000 and 15000 um^2
* Top layer in use: met4
* Via density at 5.38
final cells by class:
cell class,instances,area share (%)
clock inverters,9,0.526
inverters,9,0.241
multi-input cells,919,39.4
clock buffers,40,5.52
flip-flops and latches,236,34.8
well taps,341,3.04
repair buffers,236,16.4
final timing paths:
path                                                   start                    endpoint  slack, ps  cells past startpoint
worst min-delay path                 rd_trig_r[1]$_SDFF_PN0_     rd_trig_r[2]$_SDFF_PN0_        430                      1
max in group asynchronous                        axi_aresetn       intr_sts[3]$_DFF_PN0_       6140                      3
worst max-delay path                             axi_arvalid                       cs[0]       3790                      6
worst min register to register       rd_trig_r[1]$_SDFF_PN0_     rd_trig_r[2]$_SDFF_PN0_        430                      1
min in group asynchronous                        axi_aresetn       intr_sts[7]$_DFF_PN0_       1300                      1
worst max register to register  axi_araddr_r[4]$_SDFFE_PN0P_  axi_rdata[27]$_SDFFE_PN0P_       6420                      5
layer usage:
layer	up-vias	GRT usage [%]
li1	4758	-
met5	-	0
met1	4509	36.3
met4	0	4.43
met3	52	5.79
met2	314	39.5
cell families after synthesis:
logic type | count (synthesis) | share of synthesized area (%)
AND-OR/OR-AND | 274 | 18.1
AND/OR/NAND/NOR | 548 | 23.6
adder cells (fa/ha/maj) | 1 | 0.113
XOR/XNOR | 27 | 2.14
other | 1 | 0.0340
multiplexers | 65 | 5.92
buffers and inverters | 132 | 5.88
flip-flops | 236 | 44.2
state kept, by name (all words and copies together) (netlist names), 2 cells and up:
signal / cells
led: 2
rd_trig_r: 4
hgt: 11
S_AXI_ARADDR_1: 14
wdt: 11
axi_awaddr_r: 12
axi_rdata: 32
timer: 36
intr_enb: 32
intr_sts: 32
axi_araddr_r: 12
testpad: 32
worst max-delay path: stages:
cell and delay [ps]:
clkdlybuf4s50_1 450, buf_4 270, mux2i_1 280, o21ai_0 140, nor2_1 120, clkdlybuf4s50_1 460
placed cells by master (no fill, tap or decap), types with 27 or more instances in the layout:
cell type and count:
nand3_1 59, nand2_1 293, clkdlybuf4s50_1 212, dfxtp_1 204, nor3b_1 32, a21boi_0 98
dfrtp_1 32, and2_1 32, nor2_1 48, o21ai_0 42, mux2i_1 63, clkbuf_16 27
power by group:
group | switching [mW] | total, mW | internal [mW]
clock network | 0.425 | 1.03 | 0.607
logic | 0.0906 | 0.191 | 0.101
registers | 0.00976 | 1.04 | 1.03
per-stage QoR:
step	std cells	util (%)
2_1_floorplan	1287	-
3_3_place_gp	1741	48.8
3_5_place_dp	1741	48.8
4_1_cts	1790	51.9
5_1_grt	1790	51.9
6_report	1790	51.9
Power figures rest on the tool's default switching activity, not on a simulated workload.
