[flow/config.mk]
export PLATFORM = sky130hd
export DESIGN_NAME = csi_if
export DESIGN_NICKNAME = csi_if
export VERILOG_FILES = /design/flow/design.v
export SDC_FILE = /design/flow/constraint.sdc
export NUM_CORES = 4
export LEC_CHECK = 1
export CORE_UTILIZATION = 30
[flow/constraint.sdc]
current_design csi_if

set clk_period 4.9
set clk_io_pct 0.2

create_clock -name clk0 -period $clk_period [get_ports {clk}]

set non_clock_inputs [all_inputs -no_clocks]
set_input_delay [expr $clk_period * $clk_io_pct] -clock clk0 $non_clock_inputs
set_output_delay [expr $clk_period * $clk_io_pct] -clock clk0 [all_outputs]
[flow/design.v]
`timescale 1 ns / 1 ps
module csi_if (
	rst_n, clk,
	ibus_cs,
	ibus_wr,
	ibus_addr,
	ibus_wrdata,
	ibus_rddata,
	vrst_n,
	tvalid_in,
	tready_in,
	tuser_in,
	tlast_in,
	tdata_in,
	tdest_in,
	tkeep_in,
	tvalid_out,
	tready_out,
	tuser_out,
	tlast_out,
	tdata_out,
	tdest_out,
	tkeep_out
);
input			rst_n, clk;
input			ibus_cs;
input			ibus_wr;
input	[7:0]	ibus_addr;
input	[31:0]	ibus_wrdata;
output	[31:0]	ibus_rddata;
output			vrst_n;
input			tvalid_in;
output			tready_in;
input			tuser_in;
input			tlast_in;
input	[15:0]	tdata_in;
input	[3:0]	tdest_in;
input	[3:0]	tkeep_in;
output			tvalid_out;
input			tready_out;
output			tuser_out;
output			tlast_out;
output	[15:0]	tdata_out;
output	[3:0]	tdest_out;
output	[3:0]	tkeep_out;
reg				ctrl;
reg		[3:0]	ptn_sel;
wire			vrst_n;
wire	[31:0]	ibus_rddata;
reg				tlast_in_r;
reg		[15:0]	col, col_r;
wire			sof;
reg		[15:0]	row, row_r;
reg		[31:0]	frm_len, frm_len_r;
reg		[31:0]	frm_cnt;
reg		[7:0]	ptn1, ptn2, ptn3;
reg		[12:0]	ptn4_cnt1;
reg		[2:0]	ptn4_cnt2;
wire	[15:0]	ptn4;
wire	[7:0]	ptn5;
reg				tvalid_out;
reg				tready_in;
reg				tuser_out, tlast_out;
reg		[15:0]	tdata_out;
reg		[3:0]	tdest_out, tkeep_out;
always @(negedge rst_n or posedge clk) begin
	if (~rst_n) begin
		ctrl    <= 1'b0;
		ptn_sel <= 4'b0;
	end
	else begin
		if (ibus_cs & ibus_wr) begin
			case (ibus_addr[7:2])
				6'h00: ctrl    <= ibus_wrdata[    0];
				6'h03: ptn_sel <= ibus_wrdata[ 3: 0];
				default: begin
					ctrl    <= ctrl;
					ptn_sel <= ptn_sel;
				end
			endcase
		end
	end
end
assign vrst_n = ctrl;
assign ibus_rddata[31:0] = (
	(~ibus_cs)               ?  32'b0 :
	(ibus_addr[7:2] == 6'h0) ? {31'b0, ctrl} :
	(ibus_addr[7:2] == 6'h1) ?  32'b0 :
	(ibus_addr[7:2] == 6'h2) ? {row_r[15:0], col_r[15:0]} :
	(ibus_addr[7:2] == 6'h3) ? {28'b0, ptn_sel[3:0]} :
	(ibus_addr[7:2] == 6'h4) ? {frm_len_r[31:0]} :
	(ibus_addr[7:2] == 6'h5) ? {frm_cnt[31:0]} :
	                            32'b0
);
always @(negedge rst_n or posedge clk) begin
	if (~rst_n) begin
		tlast_in_r <= 1'b0;
	end
	else begin
		tlast_in_r <= tlast_in;
	end
end
always @(negedge rst_n or posedge clk) begin
	if (~rst_n) begin
		col <= 16'b0;
	end
	else begin
		if (~vrst_n) begin
			col <= 0;
		end
		else if (tlast_in_r) begin
			col <= 0;
		end
		else if (tvalid_in) begin
			col <= col + 1'b1;
		end
	end
end
always @(negedge rst_n or posedge clk) begin
	if (~rst_n) begin
		col_r <= 16'b0;
	end
	else begin
		if (~vrst_n) begin
			col_r <= 0;
		end
		else if (tlast_in_r) begin
			col_r <= col;
		end
	end
end
assign sof = tuser_in;  
always @(negedge rst_n or posedge clk) begin
	if (~rst_n) begin
		row <= 16'b0;
	end
	else begin
		if (sof) begin
			row <= 0;
		end
		else if (tlast_in) begin
			row <= row + 1'b1;
		end
	end
end
always @(negedge rst_n or posedge clk) begin
	if (~rst_n) begin
		row_r <= 16'b0;
	end
	else begin
		if (~vrst_n) begin
			row_r <= 0;
		end
		else if (sof) begin
			row_r <= row;
		end
	end
end
always @(negedge rst_n or posedge clk) begin
	if (~rst_n) begin
		frm_len <= 32'b0;
	end
	else begin
		if (~vrst_n | sof) begin
			frm_len <= 0;
		end
		else begin
			frm_len <= frm_len + 1'b1;
		end
	end
end
always @(negedge rst_n or posedge clk) begin
	if (~rst_n) begin
		frm_len_r <= 32'b0;
	end
	else begin
		if (~vrst_n) begin
			frm_len_r <= 0;
		end
		else if (sof) begin
			frm_len_r <= frm_len;
		end
	end
end
always @(negedge rst_n or posedge clk) begin
	if (~rst_n) begin
		frm_cnt <= 32'b0;
	end
	else begin
		if (~vrst_n) begin
			frm_cnt <= 0;
		end
		else if (sof) begin
			frm_cnt <= frm_cnt + 1'b1;
		end
	end
end
always @(negedge rst_n or posedge clk) begin
	if (~rst_n) begin
		ptn1 <= 8'b0;
	end
	else begin
		if (sof | tlast_in) begin
			ptn1 <= 0;
		end
		else if (tvalid_in) begin
			ptn1 <= ptn1 + 1'b1;
		end
	end
end
always @(negedge rst_n or posedge clk) begin
	if (~rst_n) begin
		ptn2 <= 8'b0;
	end
	else begin
		if (sof) begin
			ptn2 <= 0;
		end
		else if (tlast_in) begin
			ptn2 <= ptn2 + 1'b1;
		end
	end
end
always @(negedge rst_n or posedge clk) begin
	if (~rst_n) begin
		ptn3 <= 8'b0;
	end
	else begin
		if (sof) begin
			ptn3 <= ptn3 + 1'b1;
		end
	end
end
always @(negedge rst_n or posedge clk) begin
	if (~rst_n) begin
		ptn4_cnt1 <= 13'b0;  
		ptn4_cnt2 <=  3'b0;  
	end
	else begin
		if (sof | tlast_in) begin
			ptn4_cnt1 <= 0;
			ptn4_cnt2 <= 0;
		end
		else if (tvalid_in) begin
			if (ptn4_cnt1 == col_r[15:3] - 1'b1) begin
				ptn4_cnt1 <= 0;
				ptn4_cnt2 <= ptn4_cnt2 + 1'b1;
			end
			else begin
				ptn4_cnt1 <= ptn4_cnt1 + 1'b1;
			end
		end
	end
end
assign ptn4[15:8] = (  
	(ptn4_cnt2[2:0] == 0) ? 255 :
	(ptn4_cnt2[2:0] == 1) ? 255 :
	(ptn4_cnt2[2:0] == 2) ? 215 :
	(ptn4_cnt2[2:0] == 3) ? 199 :
	(ptn4_cnt2[2:0] == 4) ?  79 :
	(ptn4_cnt2[2:0] == 5) ?  63 :
	(ptn4_cnt2[2:0] == 6) ?  15 :
	                          0
);
assign ptn4[7:0] = (  
	(ptn4_cnt2[2:0] == 0) ? ((~col[0]) ? 128 : 128) :
	(ptn4_cnt2[2:0] == 1) ? ((~col[0]) ?   0 : 143) :
	(ptn4_cnt2[2:0] == 2) ? ((~col[0]) ? 223 :   0) :
	(ptn4_cnt2[2:0] == 3) ? ((~col[0]) ?   0 :   0) :
	(ptn4_cnt2[2:0] == 4) ? ((~col[0]) ? 255 : 255) :
	(ptn4_cnt2[2:0] == 5) ? ((~col[0]) ?  32 : 255) :
	(ptn4_cnt2[2:0] == 6) ? ((~col[0]) ? 255 : 112) :
	                        ((~col[0]) ? 128 : 128)
);
assign ptn5[7:0] = (col[6] ^ row[6]) ? 8'd0 : 8'd255;
always @(negedge rst_n or posedge clk) begin
	if (~rst_n) begin
		tvalid_out <=  1'b0;
		tready_in  <=  1'b0;
		tuser_out  <=  1'b0;
		tlast_out  <=  1'b0;
		tdata_out  <= 16'b0;
		tdest_out  <=  4'b0;
		tkeep_out  <=  4'b0;
	end
	else begin
		tvalid_out <= tvalid_in;
		tready_in  <= tready_out;
		tuser_out  <= tuser_in;
		tlast_out  <= tlast_in;
		tdata_out  <= (
			(~tvalid_in)        ? 16'h0080           :
			(ptn_sel[3:0] == 0) ? tdata_in[15:0]     :
			(ptn_sel[3:0] == 1) ? {ptn1[7:0], 8'h80} :
			(ptn_sel[3:0] == 2) ? {ptn2[7:0], 8'h80} :
			(ptn_sel[3:0] == 3) ? {ptn3[7:0], 8'h80} :
			(ptn_sel[3:0] == 4) ?  ptn4[15:0]        :
			(ptn_sel[3:0] == 5) ? {ptn5[7:0], 8'h80} :
			                      tdata_in[15:0]
		);
		tdest_out  <= tdest_in[3:0];
		tkeep_out  <= tkeep_in[3:0];
	end
end
endmodule
[flow/run.sh]
#!/bin/bash
# OpenROAD 26Q1-2900-gdf79404cd8, Yosys 0.63+post, stock flow scripts
make -C /OpenROAD-flow-scripts/flow DESIGN_CONFIG=/design/flow/config.mk WORK_HOME=/design/flow/orfs finish
==> results.ini <==
[clock_network]
cts_hold_buf = 0
root_buffer = clkbuf_16
insertion_delay_ps = 560
clkSlewWorstSetupHoldPaths_ps = 60
cts_tree = built
numCtsBuffers = 28
htreeDepth = 1
post-cts-setup-buffers = 0
post_cts_resized = 0
cts.sinks = 233
cts_buffer_depth = 3

[power_and_ir_drop]
power_mw = 4.710
power.density_mw_per_mm2 = 317.8
p_leak_nw = 6.163
peakVddDrop_mv = 0.2546

[sta]
setup_slack_ps = 540.6
slew_headroom_pct = 43.01
drv_slew = 0
worst_slew_pin_slew_ps = 848.5
fin_crit_sh_pct = 88.97
setup_viol_count_final = 0
hold_ws_ps = 401.7
min_period_ps = 4359
rsz0062_at_grt = false
finalHoldViolations = 0
clock_skew_ps = 20.49
finalSetupTns_ps = 0
timing.fmax_mhz = 229.4

[synth]
synth_top_area_share_pct = 47.76
syn_area_mm2 = 0.01221
ys_types = 61
yosys_cells = 1254
largest_area_cell = dfrtp_1
ys_seq_share_pct = 47.76
area_leaders = dfrtp_1 (48%), mux2i_1 (6.1%), xor2_1 (4.9%)
syn_avg_cell_area_um2 = 9.736
ys_warn_count = 1
ys.flops = 233
ff_type = dfrtp_1
ys_top_cells_by_count = dfrtp_1 (233), nor2_1 (157), mux2i_1 (75), nor2b_1 (75), xor2_1 (69)
yosys-stat-area_mm2 = 0.01221
yosys.cell_count.top_type = dfrtp_1
synth-edff-count = 0
async_flop_share_pct = 100.0
synthCells = 1254

[route]
vias = 9189
drtIter0Drc = 461
viasPerCell = 4.901
n_antenna_cell = 0
drc_errors = 0
wl_per_cell_um = 15.89
drt.antenna.violating_nets = 0
wirelength_mm = 29.80
drt_pass1_iterations = 4

[grt]
grt_pass1_vias = 9069
grt_antenna_before_repair = 0
grt_pass1_wl_mm = 48.94
grt_max_degree = 74
track_usage_pct = 15.16
overflow = 0

[die]
fp-utilization_pct = 30.59
pin_count = 133
placementRows = 73
dieWidth_um = 203.7
fp.coreArea_mm2 = 0.03991
chip_area_mm2 = 0.04151
die_h_um = 203.7

[placed_design]
pre_cts_slack_ps = 533.8
dpl-instance-area_mm2 = 0.01378
place_congestion = 0.8625
hpwl_mm = 20.07
dp.cells = 1824
place.port_buffers = 102

[finish]
syn_to_final_growth_pct = 21.41
fin_cells = 1875
fin_area_mm2 = 0.01482
drive_gt1_share_pct = 7.259
final_util_pct = 37.14

[critical_path]
worstPathCellList = clkdlybuf4s50_1 > nor2_1 > nor4bb_4 > buf_12 > and2_1 > buf_4 > a21oi_1 > nor2_1 > clkdlybuf4s50_1
critPathArrivalTime_ps = 3380
regToRegEndpoint = ptn4_cnt2[2]$_DFFE_PN0P_
critPathCaptureType = output pin
rr_startpoint = col_r[3]$_DFFE_PN0P_
critPathBufInv = 4
crit_slowest_cell = clkdlybuf4s50_1
crit_path_max_fanout = 34
reg2reg_setup_slack_ps = 1740
worstSetupStartpointType = input port
path_class = in2out
crit_required_ps = 3920
slowest_delay_ps = 480
cpLargestDelayFamily = buffers and inverters
r2r_cells = 8

[job]
cap_viol_max_count = 0
warning_count = 58

[outcome]
status = finished clean

[hold_path]
hp-class = in2async

[sequential cells by signal, indices dropped and copies added, names as in the netlist]
signal,cells
col,16
ptn_sel,4
row_r,16
ptn3,8
frm_len_r,32
frm_len,32
tkeep_out,4
row,16
ptn4_cnt2,3
tdest_out,4
ptn1,8
tuser_out,1
tvalid_out,1
tready_in,1
tlast_in_r,1
ptn2,8
col_r,16
ptn4_cnt1,13
frm_cnt,32
ctrl,1
tdata_out,16
[cell families (layout without fill, tap and decap cells)]
family	count (synthesis)	in the layout	synth area share, %
AND/OR/NAND/NOR	523	523	22.04
flip-flops	233	233	47.76
AND-OR/OR-AND	186	186	9.900
XOR/XNOR	117	117	8.393
buffers and inverters	92	188	3.033
multiplexers	89	89	7.440
adder cells (fa/ha/maj)	14	14	1.435
[power breakdown]
part           switching, mW  internal (mW)  total, mW
Combinational          0.182          0.169      0.351
Clock                  0.848           1.47       2.32
Sequential            0.0606           1.98       2.04
[layout by cell type (no fill, tap or decap), types with 15 or more instances in the layout]
master / n
clkdlybuf4s50_1: 100
or3_1: 21
and2_1: 31
mux2i_1: 75
nand3_1: 47
nor3_1: 29
clkbuf_16: 28
and3_1: 28
dfrtp_1: 232
nor2b_1: 75
nand4_1: 28
a21oi_1: 48
xnor2_1: 48
nor2_1: 157
o21ai_0: 32
buf_4: 20
xor2_1: 69
o211ai_1: 15
nand2_1: 59
a22oi_1: 31
[how the worst max path moves through the flow]
| stage | start | to | slack, ps | cells after the start |
|---|---|---|---|---|
| after global routing | ibus_addr[7] | ibus_rddata[25] | 360 | 9 |
| after CTS | ibus_addr[7] | ibus_rddata[25] | 520 | 9 |
| final | ibus_addr[7] | ibus_rddata[25] | 540 | 9 |
[routing by layer]
layer / up-vias / GRT usage [%] / wire [um]
li1: 4534 / - / -
met1: 4475 / 22.60 / 13820
met2: 138 / 23.72 / 13920
met3: 42 / 2.367 / 1279
met4: 0 / 3.410 / 782
met5: - / 0 / 0
[area by class of cell]
class                   instances  area (um2)
fillers                      3856       25090
multi-input cells             929        6032
well taps                     525       656.9
flip-flops and latches        233        5832
clock inverters                13       235.2
repair buffers                123        1206
clock buffers                  38       808.3
inverters                      14       52.55
